File: ./design.v
module rf(
	input [4:0] 	Addr1,
	input [4:0] 	Addr2,
	input [4:0] 	Addr3,
	input [31:0] 	WD,
	input 			RFWr,
	input 			clk,
	input 			rst,
	output[31:0] 	RD1,
	output[31:0] 	RD2,
	output[31:0]	zero,
	output[31:0]	at,
	output[31:0]	v0,
	output[31:0]	v1,
	output[31:0]	a0,
	output[31:0]	a1,
	output[31:0]	a2,
	output[31:0]	a3,
	output[31:0]	t0,
	output[31:0]	t1,
	output[31:0]	t2,
	output[31:0]	t3,
	output[31:0]	t4,
	output[31:0]	t5,
	output[31:0]	t6,
	output[31:0]	t7,
	output[31:0]	s0,
	output[31:0]	s1,
	output[31:0]	s2,
	output[31:0]	s3,
	output[31:0]	s4,
	output[31:0]	s5,
	output[31:0]	s6,
	output[31:0]	s7,
	output[31:0]	t8,
	output[31:0]	t9,
	output[31:0]	k0,
	output[31:0]	k1,
	output[31:0]	gp,
	output[31:0]	sp,
	output[31:0]	fp,
	output[31:0]	ra
);
	reg[31:0] register[31:0];
	integer i;
	always@(posedge clk)
		if(!rst)
			for(i = 0; i <= 31; i = i + 1)
				register[i] <= 32'h0000_0000;
		else if(RFWr && Addr3 != 5'b0)
			register[Addr3] <= WD;
	assign RD1 = register[Addr1];
	assign RD2 = register[Addr2];
	assign zero = register[ 0];
	assign at = register[ 1];
	assign v0 = register[ 2];
	assign v1 = register[ 3];
	assign a0 = register[ 4];
	assign a1 = register[ 5];
	assign a2 = register[ 6];
	assign a3 = register[ 7];
	assign t0 = register[ 8];
	assign t1 = register[ 9];
	assign t2 = register[10];
	assign t3 = register[11];
	assign t4 = register[12];
	assign t5 = register[13];
	assign t6 = register[14];
	assign t7 = register[15];
	assign s0 = register[16];
	assign s1 = register[17];
	assign s2 = register[18];
	assign s3 = register[19];
	assign s4 = register[20];
	assign s5 = register[21];
	assign s6 = register[22];
	assign s7 = register[23];
	assign t8 = register[24];
	assign t9 = register[25];
	assign k0 = register[26];
	assign k1 = register[27];
	assign gp = register[28];
	assign sp = register[29];
	assign fp = register[30];
	assign ra = register[31];
endmodule
File: ./run.sh
#!/bin/bash
# OpenROAD 26Q1-2900-gdf79404cd8, Yosys 0.63+post, stock flow scripts
make -C /OpenROAD-flow-scripts/flow DESIGN_CONFIG=/design/flow/config.mk WORK_HOME=/design/flow/orfs finish
File: ./config.mk
export PLATFORM = sky130hd
export DESIGN_NAME = rf
export DESIGN_NICKNAME = rf
export VERILOG_FILES = /design/flow/design.v
export SDC_FILE = /design/flow/constraint.sdc
export NUM_CORES = 4
export LEC_CHECK = 1
export CORE_AREA = 10 10 639 639
export DIE_AREA = 0 0 649 649
File: ./constraint.sdc
current_design rf

set clk_period 31.9
set clk_io_pct 0.2

create_clock -name clk0 -period $clk_period [get_ports {clk}]

set non_clock_inputs [all_inputs -no_clocks]
set_input_delay [expr $clk_period * $clk_io_pct] -clock clk0 $non_clock_inputs
set_output_delay [expr $clk_period * $clk_io_pct] -clock clk0 [all_outputs]
==> Changelog: implementation <==
### Implementation results

* Fp util at 0.142
* Port Buffers at 1,137
* Vias in the first global route at 46,200
* Static Leak at 28.8 nW
* Wirelength, routed at 418 mm
* Largest Register: register
* Top cells by area: edfxtp_1, mux2i_1, and2_1
* Main flop type: edfxtp_1
* Final Max Tran Viols at 0
* Minimum clock period at 17.42 ns
* GP Congestion at 0.962
* DRC Markers at 0
* Yosys stat area at 55,700 µm²
* Yosys Instances at 4,609
* Area of the core at 393,000 µm²
* Area Growth Syn to Fin at 41.1%
* VDD IR max at 0.0454 mV
* Pwr Density at 50.0 nW/µm²
* Largest delay share family, worst path: buffers and inverters
* Placed cell area at 74,000 µm²
* Syn Area/Cell at 12.1 µm²
* Flops after synth at 1,024
* Drt first-iter violations at 4,348
* Layout cell share with drive strength beyond 1 at 0.0879
* Setup crit end kind: output port
* CP Class: in2out
* Post-synth ARST share at 0
* Slowest cell on crit path: clkdlybuf4s50_1
* Reg clk slew, reported paths at 0.06 ns
* Worst hold margin at 6.21 ns
* Biggest regs: register x1024
* Tot GR Track Use at 0.196
* Setup TNS at 0 ns
* Critical Path Start Type: primary input
* Crit-path cells: clkdlybuf4s50_1, nor2b_4, buf_4, buf_4, buf_4, buf_4, a22o_1, nor3_1, a31oi_1, buf_4, nand3_1, clkdlybuf4s50_1
* EDFF count, synth at 1,024
* Synth unique cells at 31
* Max reg flops at 1,024
* CTS Buffer Depth at 4
* CTS Hold Bufs at 0
* TritonCTS clock tree: yes
* Final Hold Viols at 0
* DP Cell Count at 10,800
* Row count at 230
* Fmax at 57.4 MHz
* Root buffer cell: clkbuf_16
* Unrepaired setup endpoints after global routing: no
* Pin count of the biggest net entering global routing at 92
* WP data arrival at 11.04 ns
* Drt via density at 4.17
* Outcome: complete, no violations
* Mapped cell area at 55,700 µm²
* IO Count at 1,138
* Layout Cells excl Fill at 11,000
* CTS Buf Count at 136
* Fin crit share at 0.546
* Post-route design area at 78,600 µm²
* CTS sink cnt at 1,024
* Vias after detailed routing at 46,000
* Final setup fails at 0
* Cts repair resizes at 0
* Syn Inst Count at 4,609
* Grt total ovfl at 0
* Global-route wire length before repair at 526 mm
* Critical path peak fanout at 31
* Initial antenna violation count at 65
* Half-perimeter wire length after placement at 319 mm
* Chip footprint at 421,000 µm²
* WP data required at 25.52 ns
* Routed wire per std cell at 37.9 µm
* Area leader share at 0.552
* Actual slew at the worst max-slew pin at 1.01 ns
* Post-CTS Setup Bufs at 0
* Commonest cells post-synth: edfxtp_1, mux2i_1, and2_1, clkbuf_1, nand2_1
* Number of OpenROAD warnings at 26
* Routed Antenna Nets at 0
* Worst Path Buf+Inv at 7
* Htree depth at 4
* Total power at 3.93 mW
* CP most frequent cell: buf_4
* Maximum capacitance violations at 0
* CP max stage delay at 0.65 ns
* Die Y at 649 µm
* Max-slew headroom at 0.326
* First-pass DRT Iterations at 5
* Register share after synthesis at 0.552
* Worst min path class: in2reg
* Cell taking the most area after synthesis: edfxtp_1
* Yosys Warn Count at 1
* Fill cell total of the finished layout at 42,100
* DIE WIDTH at 649 µm
-- per-layer routing --
layer | global-route usage | vias up | wire [µm]
li1 | - | 19100 | -
met1 | 0.209 | 22900 | 141000
met2 | 0.298 | 3275 | 186000
met3 | 0.129 | 735 | 64200
met5 | 0.000896 | - | 149
met4 | 0.0973 | 18 | 27100
-- kinds of logic after synthesis --
kind of cell	share of synthesized area
AND/OR/NAND/NOR	0.154
other	0.0000673
multiplexers	0.184
flip-flops	0.552
buffers and inverters	0.0369
AND-OR/OR-AND	0.0732
-- final timing paths --
path,end,depth (start not counted),from
max,RD1[25],12,Addr1[2]
min,register[29][0]$_SDFFCE_PN0P_,2,rst
-- power by group --
part | switching, mW | leakage, nW | total, mW | internal [mW]
combinational | 0.398 | 16.9 | 0.660 | 0.262
clock | 0.672 | 2.17 | 1.61 | 0.942
sequential | 0.0975 | 9.75 | 1.66 | 1.56
total | 1.17 | 28.8 | 3.93 | 2.76
-- per-stage QoR --
step,setup WS [ns],util
floorplan,17.98,-
global route,14.39,0.200
finish,14.48,0.200
global placement,14.48,0.188
detailed placement,14.48,0.188
CTS,14.47,0.199
-- cell type report --
type	instances	area [µm²]	share of cell area
Sequential cell	1024	30700	0.391
Multi-Input combinational cell	3165	23700	0.301
Timing Repair Buffer	1358	13100	0.166
Tap cell	5220	6530	0.0831
Clock buffer	160	3580	0.0455
Clock inverter	73	875	0.0111
Antenna cell	34	85.1	0.00108
Inverter	1	6.26	0.0000796
-- layout by cell type (no fill, tap or decap), types with 3 or more instances in the layout --
cell	synthesis	final
and2_1	994	992
a31oi_2	0	6
clkinvlp_4	0	4
buf_12	0	4
buf_2	85	6
a22o_1	128	128
clkbuf_16	0	140
a22oi_1	192	192
nand3_1	193	193
nor2b_4	0	4
edfxtp_1	1024	1024
a31oi_1	64	58
clkinv_2	0	19
clkbuf_1	252	20
mux2i_1	1024	1024
clkinv_1	0	21
inv_6	0	5
a21oi_1	192	192
buf_4	58	218
nand2_1	197	195
o21ai_4	0	31
nor2_4	3	33
bufinv_16	0	17
nor3_1	64	64
nand3b_1	3	3
conb_1	1	32
clkdlybuf4s50_1	0	1128
diode_2	0	34
inv_8	0	3
Power is estimated from default activity; no workload was simulated.
